--- run.sh ---
#!/bin/bash
# OpenROAD 26Q1-2900-gdf79404cd8, Yosys 0.63+post, stock flow scripts
make -C /OpenROAD-flow-scripts/flow DESIGN_CONFIG=/design/flow/config.mk WORK_HOME=/design/flow/orfs finish
--- config.mk ---
export PLATFORM = sky130hd
export DESIGN_NAME = top
export DESIGN_NICKNAME = top
export VERILOG_FILES = /design/flow/design.v
export SDC_FILE = /design/flow/constraint.sdc
export NUM_CORES = 4
export LEC_CHECK = 1
export CORE_AREA = 10 10 70 70
export DIE_AREA = 0 0 80 80
--- constraint.sdc ---
current_design top

set clk_period 1.4
set clk_io_pct 0.2

create_clock -name clk0 -period $clk_period [get_ports {clk}]

set non_clock_inputs [all_inputs -no_clocks]
set_input_delay [expr $clk_period * $clk_io_pct] -clock clk0 $non_clock_inputs
set_output_delay [expr $clk_period * $clk_io_pct] -clock clk0 [all_outputs]
--- design.v ---
`timescale 1ns / 1ps
module dff(input d,en,clk,rst,output reg q);
always @(posedge clk)begin
if (rst)begin
q=1'b1;
end
else if(en && ~rst)begin
q<=d;
end
end
endmodule
module tff(input t,clk,rst,output reg q);
always @(posedge clk)begin
if(rst)
q=1'b0;
else if(t)
q=~q;
end
endmodule
module lfsr3bit(input cnt,rst,clk,output next,output [2:0]count3bit);
wire q0,q1,q2;
wire rstn,q;
wire w1,w2;
or (rstn,next,rst);
xor(w1,q1,q2);
tff f(cnt,clk,rstn,q);
dff f0(q2,cnt,clk,rstn,q0);
dff f1(q0,cnt,clk,rstn,q1);
dff f2(w1,cnt,clk,rstn,q2);
and(w2,q2,q1,q0);
and(next,w2,q);
assign count3bit={q2,q1,q0};
endmodule
module Cascaded_Counters (
    input  wire clk,
    input  wire rst,en,
    output reg [4:0] concatenated_out
);
    reg [1:0] counter_2bit;
    reg [2:0] counter_3bit;
    always @(posedge clk or posedge rst) begin
        if (rst) begin
            counter_2bit <= 2'b0;
            counter_3bit <= 3'b0;
        end else begin
        if(en)
            counter_2bit <= counter_2bit + 1;
        end
    end
    always @(posedge clk or posedge rst) begin
        if (rst) begin
            counter_3bit <= 3'b0;
        end else
        if(counter_2bit==2'b11 && en) begin
            counter_3bit <= counter_3bit + 1;
        end
    end
    always @(*) begin
        concatenated_out = {counter_3bit, counter_2bit};
    end
endmodule
module top(input rst,clk,count,output [7:0]Q);
wire [2:0] Q0;
wire [4:0] Q1;
wire next;
lfsr3bit f0(count,rst,clk,next,Q0);
Cascaded_Counters f1(clk,rst,next,Q1);
assign Q={Q1,Q0};
endmodule
==> flow_summary.toml <==
# physical design summary
[global_routing]
grt_overflow_total = 0
grt_pass1_wl_um = 993
grt_max_degree = 7
track_usage_pct = 2.16
antenna_found_initial = 0
grt_pass1_vias = 209

[synthesis]
synth_top_area_share_pct = 26.9
synthDistinctLibCells = 15
edf_count = 0
yosys_area_um2 = 298
synth_area_um2 = 298
synth_top_cell_by_count = "buf_4"
yosysTopAreaCell = "dfxtp_1"
ys_async_sr_fraction_pct = 33.3
ff_type = "dfxtp_1"
postSynthSeqShare_pct = 43.7
synthTopCellsByCount = "buf_4, dfxtp_1, mux2i_1, nand2_1"
syn_avg_cell_area_um2 = 10.3
synthTopCellsByArea = "dfxtp_1, dfrtp_1, buf_4"
syn_inst = 29
synth_flops = 6
yosys_warnings = 9
synth-cells-yosys = 29

[placement]
gp_congestion = 0.631
dp_slack_ps = 119
dpl_cell_area_um2 = 383
io_buffers = 7
place_inst = 77
hpwl_um = 509

[timing]
finalSetupTns_ps = 0
fin_crit_sh_pct = 95.7
hold_slack_ps = 249
setup_slack_ps = 60.7
final-hold-violation-count = 0
maxSlewViolCount = 0
fin_skew_ps = 3.75
max_freq_ghz = 0.747
finalSetupViolCount = 0
rsz0062_at_grt = "false"
period_minus_slack_ps = 1340

[clock_network]
clock_sinks = 6
cts.clk_slew.worst_paths_ps = 50
clock-root-buffer = "clkbuf_4"
clock_latency_ps = 250
cts_max_level = 1
numCtsBuffers = 3
clockBufferDepth = 2
cts_tree = "done"

[setup_path]
worstPathMaxFanout = 4
path_buffers = 1
startpoint = "f0.f0.q"
slowest_stage = "clkdlybuf4s50_1"
cp_cell_sequence = "clkdlybuf4s50_1"
path_delay_family = "buffers and inverters"
r2r-start = "f0.f1.q"
critPathLaunchType = "flip-flop"
cp_data_required_time_ps = 1120
arrival_ps = 1060
end_kind = "output port"
criticalPathCategory = "flip-flop to output port"
cp_slowest_stage_delay_ps = 460

[floorplan]
rows = 21
die-area_um2 = 6400
initCoreUtil_pct = 8.72
dieWidth_um = 80
core_area_um2 = 3420
die_y_um = 80
io_pins = 11

[pwr]
vdd_drop_max_v = 0.000284
p_per_area_nw_per_um2 = 1380
p_leak_nw = 0.177

[cells_and_area]
stdcell_area_um2 = 440
fin_cells = 84
drive_above_1_share_pct = 26.3
area_delta_synth_final_pct = 47.9

[hold_path]
min_path_type = "input pin to asynchronous set/reset pin"

[job]
warnings = 25
drv_cap = 0

[detailed_routing]
diodes = 0
wire_per_inst_um = 7.95
wl_um = 668
dr_total_vias = 215
drc = 0
vias_per_cell = 2.56
ant_nets = 0
dr.pass1.iters = 2
first_iter_violations = 3

[outcome]
outcome = "completed"
## report_power, final
part	internal [mW]	total, mW	switching [mW]
Combinational	0.138	0.195	0.0572
Sequential	0.213	0.238	0.0251
Clock	0.108	0.176	0.0676
Total	0.459	0.609	0.150
## final cells by class
type                            count  area, um^2
Clock buffer                        4        26.3
Fill cell                         396        2980
Inverter                            1        3.75
Multi-Input combinational cell     17         121
Sequential cell                     6         136
Tap cell                           46        57.6
Timing Repair Buffer               10        95.1
## path summary, 6_finish.rpt
path / depth (start not counted) / slack (ps) / endpoint
hold reg to reg: 2 / 500 / f0.f1.q
hold / removal: 2 / 250 / f1.counter_2bit[1]
setup reg to reg: 3 / 330 / f0.f.q
min in group clk0: 2 / 500 / f0.f1.q
max in group asynchronous: 2 / 1040 / f1.counter_2bit[0]
setup / recovery: 1 / 60 / Q[0]
## flip-flops by register name, summed over array words and instances (netlist names)
register         cells
f0.f.q               1
f0.f0.q              1
f0.f1.q              1
f0.f2.q              1
f1.counter_2bit      2
## cell usage in the layout, fill, tap and decap left out, types with 2 or more instances in the layout
cell type	n
clkdlybuf4s50_1	6
mux2i_1	3
nand2_1	3
conb_1	3
clkbuf_4	3
buf_4	3
xnor2_1	2
dfxtp_2	2
dfrtp_1	2
## routing by layer
metal / track usage (%) / vias to the layer above / wire, um
met5: 0 / - / 0
met4: 0.176 / 0 / 0
met3: 3.30 / 0 / 143
met2: 2.41 / 10 / 237
met1: 2.21 / 101 / 286
li1: - / 104 / -
## kinds of logic after synthesis
logic type | Yosys count | share of synthesized area (%)
other | 1 | 1.26
muxes | 3 | 10.1
DFF | 6 | 43.7
AOI/OAI and AO/OA | 1 | 4.20
adders and majority gates | 1 | 4.20
xor gates and xnor gates | 3 | 8.83
buffers and inverters | 8 | 18.1
and+or+nand+nor | 6 | 9.66
## what timing repair did
item,CTS,global route
gates resized,3,2
endpoints found under the setup margin,3,4
setup buffers,1,2
hold endpoints to repair,0,0
hold buffers,0,0
## metrics by stage
step	util (%)	power [mW]
2_1_floorplan	-	0.314
3_3_place_gp	11.2	0.389
3_5_place_dp	11.2	0.394
4_1_cts	12.3	0.595
5_1_grt	12.9	0.656
6_report	12.9	0.609
Power is estimated from default activity; no workload was simulated.
